File: run.sh
#!/bin/bash
# OpenROAD 26Q1-2900-gdf79404cd8, Yosys 0.63+post, stock flow scripts
make -C /OpenROAD-flow-scripts/flow DESIGN_CONFIG=/design/flow/config.mk WORK_HOME=/design/flow/orfs finish
File: config.mk
export PLATFORM = sky130hd
export DESIGN_NAME = CPU_4bit
export DESIGN_NICKNAME = CPU_4bit
export VERILOG_FILES = /design/flow/design.v
export SDC_FILE = /design/flow/constraint.sdc
export NUM_CORES = 4
export LEC_CHECK = 1
export CORE_UTILIZATION = 30
File: constraint.sdc
current_design CPU_4bit

set clk_period 3.7
set clk_io_pct 0.2

create_clock -name clk0 -period $clk_period [get_ports {CLK}]

set non_clock_inputs [all_inputs -no_clocks]
set_input_delay [expr $clk_period * $clk_io_pct] -clock clk0 $non_clock_inputs
set_output_delay [expr $clk_period * $clk_io_pct] -clock clk0 [all_outputs]
File: design.v
module HA (x,y, Sum, Co);
input x,y;
output Sum,Co;
assign Sum = x^y;
assign Co= x&y;
endmodule
module FA (x,y,z,Co,Sum);  
input x,y,z;
output Sum,Co;
wire S1,C1,C2;  
HA HA1 (x,y, S1,C1);
HA HA2 (S1,z, Sum,C2);
or g1(Co,C2,C1);
endmodule
module MUX41g(Y,I0,I1,I2,I3,S0,S1);
input I0,I1,I2,I3,S0,S1;
output Y;
wire T1,T2,T3,T4,S0bar,S1bar;
not (S0bar, S0);
not (S1bar, S1);
and (T1, I0, S0bar, S1bar);
and (T2, I1, S0, S1bar);
and (T3, I2, S0bar, S1);
and (T4, I3, S0, S1);
or (Y,T1,T2,T3,T4);
endmodule
module ALU1bit(Result,Co,a,b,Cin,b_invert,Operation);
input a,b,Cin,b_invert;
input [1:0] Operation;
output Result,Co;
wire T1,T2,T3,T4;
xor(T1,b_invert,b);
and(T2,a,T1);
or(T3,a,T1);
FA FA1(a,T1,Cin,Co,T4);
MUX41g MUX41(Result,T2,T3,T4,1'b0,Operation[0],Operation[1]);
endmodule
module ALU4bit(Result,overflow,A,B,Operation);
input [3:0] A,B;
input [2:0] Operation;
output [3:0] Result;
output overflow;
wire C0,C1,C2;
ALU1bit ALU1(Result[0],C0,A[0],B[0],Operation[2],Operation[2],Operation[1:0]);
ALU1bit ALU2(Result[1],C1,A[1],B[1],C0,Operation[2],Operation[1:0]);
ALU1bit ALU3(Result[2],C2,A[2],B[2],C1,Operation[2],Operation[1:0]);
ALU1bit ALU4(Result[3],overlow,A[3],B[3],C2,Operation[2],Operation[1:0]);
endmodule
module LIDecoder(out,In);
input [2:0] In;
output out;
assign out= (In[2]&~In[1]&~In[0])?0:1;
endmodule
module Quad21MUX(Y,I0,I1,S);
input [3:0] I0,I1;
input S;
output [3:0] Y;
assign Y=(~S)?I0:I1;
endmodule
module DFlipFlopFE(Q,D,Clk);
input D,Clk; 
output reg Q;
always @(negedge Clk) 
begin
 Q <= D; 
end 
endmodule
module Register9Bit(Out,In,Clk);
input [8:0] In;
input Clk;
output [8:0] Out;
DFlipFlopFE df0(Out[0],In[0],Clk);
DFlipFlopFE df1(Out[1],In[1],Clk);
DFlipFlopFE df2(Out[2],In[2],Clk);
DFlipFlopFE df3(Out[3],In[3],Clk);
DFlipFlopFE df4(Out[4],In[4],Clk);
DFlipFlopFE df5(Out[5],In[5],Clk);
DFlipFlopFE df6(Out[6],In[6],Clk);
DFlipFlopFE df7(Out[7],In[7],Clk);
DFlipFlopFE df8(Out[8],In[8],Clk);
endmodule
module register_file (Read_Reg1,Read_Reg2,Write_Reg,Write_Data,Read_Data1,Read_Data2,CLK);
input [1:0] Read_Reg1,Read_Reg2,Write_Reg;
input [3:0] Write_Data;
input CLK;
output [3:0] Read_Data1,Read_Data2;
reg [3:0] Register[0:3];
assign Read_Data1 = Register[Read_Reg1];
assign Read_Data2 = Register[Read_Reg2];
initial Register[0] = 0;
always @(negedge CLK)
Register[Write_Reg] <= Write_Data;
endmodule
module CPU_4bit (Instruction, Write_Data, CLK);
input [8:0] Instruction;  
input CLK;  
output [3:0] Write_Data;  
wire [8:0] IR;  
wire [3:0]A;
wire [3:0]B;
wire [3:0]Result;
Register9Bit register(IR,Instruction,CLK);
Quad21MUX q21(Write_Data,IR[5:2],Result,dectomux);
LIDecoder lid(dectomux,IR[8:6]);
register_file regs(IR[5:4],IR[3:2],IR[1:0],Write_Data,A,B,CLK);
ALU4bit alu(Result,overflow,A,B,IR[8:6]);
endmodule
module tb_CPU_4bit();
   reg [8:0] Instruction;
   reg CLK;
   wire [3:0] Write_Data;
   CPU_4bit cpu1 (Instruction, Write_Data, CLK);
   initial
   begin
        #0 Instruction = 9'b100111110; 
        #0 CLK=1;
        #1 CLK=0;  
        #1 Instruction = 9'b100100011; 
        #1 CLK=1;
        #1 CLK=0;  
        #1 Instruction = 9'b000101101; 
        #1 CLK=1;
        #1 CLK=0;  
        #1 Instruction = 9'b110011011; 
        #1 CLK=1;
        #1 CLK=0;  
        #1 Instruction = 9'b010101101; 
        #1 CLK=1;
        #1 CLK=0;  
        #1 Instruction = 9'b110110110; 
        #1 CLK=1;
        #1 CLK=0;  
        #1 Instruction = 9'b001011011; 
        #1 CLK=1;
        #1 CLK=0;  
   end
endmodule
==> notes.md <==
Results of the run.

The path category of the worst min-delay check is reg2reg. Per the placement report, the placed cell count is 166. During synthesis, Yosys emitted a total of 5 warnings.

The final tally of hold violations is 0. The script computed a power per unit cell area of 471.2 nW/um^2. The number of instances in the synthesized netlist is 80. Global routing consumed, on the met3 layer, 7.343% of the routing resources. In the layout the commonest cells are 32 x inv_1, 29 x buf_4, 16 x edfxtp_1. The clock tree from TritonCTS is yes. The insertion delay to the later sink of the worst-skew pair is 0.34 ns. The first routing iteration left 13 violations.

Looking at the max-slew report, the worst-margin pin has a slew of 0.4157 ns. The buffer depth of the longest clock path is 2. Per the hold report, the tightest min-delay path originates at register.df0.Q. The final worst-path setup slack is -1.803 ns.

The maximum single-stage delay on the critical path is 0.51 ns. The number of global-route vias before repair was 980. The cell sequence reported for the critical path is mux4_2 -> mux2_4 -> fa_2 -> inv_2 -> fa_2 -> nand2_2 -> o21ai_1 -> o22ai_1 -> buf_4 -> buf_2. The number of antenna violations at the first check in global routing is 0. After floorplanning, the die was sized to cover 4407 um^2. The leakage power of the design is 0.8935 nW. The top-level I/O count is 14. The initial cell density of the core is 31.09%.

The post-synth design cell area is 1244 um^2. The sum of negative setup slack is -6.795 ns. The kind of cell adding the most delay to the critical path is multiplexers.

The total global-route track usage is 12.44%. The synthesis area per yosys is 1244 um^2. The number of input and output port buffers inserted is 13. The critical setup path kind is reg2out. The total tool warning count is 59. Entering global routing, the biggest net connects 15 pins. The number of H-tree branching levels is 1. The post-synthesis cell type count is 21. The required time at the worst endpoint is listed as 2.96 ns. The synthesized netlist devotes 4.225% of its cell area to XOR and XNOR gates. The final reports fail on negative setup slack. The cell area reported after detailed placement is 1630 um^2.

The worst voltage drop across the vdd grid is 0.0003294 V. The sequential fraction of the synthesis area is 53.12%. Clock tree synthesis inserted a total of 3 buffers. The share of Yosys cell area claimed by the top area cell type is 38.63%.

In the synthesized netlist, the dominant kind of combinational cell is multiplexers. Along the critical path, the tally of buffer and inverter instances is 3. The total global routing overflow is 0. The highest-count logic cell in the final layout is inv_1.

The synthesized area per cell is 15.55 um^2. The met2 usage is 18.75%. The cell chosen for the clock root is clkbuf_8.

The synthesized design spends more area on one cell type than any other, namely edfxtp_1. The arrival time of the worst setup path is 4.76 ns. The area share of fa/ha/maj cells after synthesis is 11.27%. The first-pass GRT wire length is 3891 um.

The number of diodes is 0. The slowest cell on the critical path is mux4_2. Leaving out filler cells and counting taps, the final layout contains 201. The count of nets left with antenna violations once routing finished came out at 0. Cells fill 47.04% of the core in the end.

The worst setup path is launched from a flip-flop. The most frequent cell on the critical path is fa_2. On the final layout, the worst clock skew is 0.01045 ns. The fill cell instance count of the final layout is 335.

Summing over every cut layer, the via total after detailed routing is 854. The clock edge transition at the registers on the reported setup and hold paths is 0.04 ns. Setup repair after global routing could not meet its margin everywhere. Dividing the detail-routed wire length by the instance count gives 11.45 um. The number of placement rows is 23.

The half-perimeter wire length of the detailed placement result is 1731 um. The count of TritonRoute iterations in the first routing pass is 2. The area growth from synthesis to layout is 51.31%. The synthesized-area fraction occupied by and/or/nand/nor cells is 2.616%. The global-route layer with the greatest usage is met2. The share of cell area taken by muxes after synthesis is 22.64%. The launch point of the worst path is regs.Register[3][0]. Measured along the x axis, the die boundary spans 66.39 um. In the Yosys report the total cell count is 80. After detailed routing, the number of remaining DRC violations is 0. The layout summary lists the proportion of cells stronger than drive strength 1 as 39.74%. The synthesized netlist devotes 2.414% of its cell area to compound gates. The overall routed net length is 2301 um.

The area of the core is 4000 um^2. The setup-violating endpoint count in the final report is 4. The kind of capture point of the worst setup path is an output pin. The tightest hold path in the finished design has a slack of 0.6390 ns.

The placement summary gives the final routability congestion estimate as 0.8106. The number of max-capacitance violations reported is 0. After synthesis, the cell types taking the most area are edfxtp_1 39%, dfxtp_1 14%, mux4_2 9.1%, ha_1 8.0%, mux4_1 6.3%. After detailed routing, the number of vias per cell comes to 4.249. The relative max-transition margin is 72.23%. The vertical die dimension is 66.39 um. The count of final max-slew check failures is 0. The maximum fanout along the worst path is 5. The flow ran to the end, but the final reports show violations. The TritonCTS sink count is 25. The number of flip-flops and latches in the synthesized netlist is 25.

Global routing used 15.20% of the available met1 tracks. The critical register-to-register path startpoint is regs.Register[3][0]. The post-route cell area is 1882 um^2.
-- layer usage --
metal | vias up | part of all wire, %
met5 | - | 0
met1 | 401 | 45
li1 | 432 | -
met3 | 2 | 5.7
met2 | 19 | 49
met4 | 0 | 0.43
-- worst register-to-register path, stage by stage, from the launching register on --
cell and delay [ns]:
edfxtp_1 0.36, mux4_2 0.51, buf_4 0.16, buf_6 0.10, buf_6 0.11, xnor2_4 0.16, inv_2 0.06, ha_4 0.15
mux2_2 0.26, mux2i_1 0.13, o22ai_1 0.12, buf_4 0.15, buf_4 0.12, buf_4 0.13
-- cell usage after synthesis --
cell type,count
and2_1,1
buf_2,1
clkbuf_1,1
dfxtp_1,9
edfxtp_1,16
fa_1,2
ha_1,8
inv_1,10
mux2_2,4
mux2_4,1
mux2i_1,3
mux4_1,3
mux4_2,5
nand2_1,1
nand2b_1,1
nor2_1,1
nor2b_1,2
o21ai_0,1
o22ai_1,4
xnor2_1,2
xor2_1,4
-- cells by family after synthesis --
logic type | after synthesis
compound gates | 5
xor+xnor | 6
fa+ha+maj | 10
buf+inv | 12
flops | 25
mux | 16
simple gates | 6
-- power breakdown --
part	total, mW	leakage [nW]	internal, mW	switching, mW
Clock	0.326	0.169	0.180	0.146
Sequential	0.342	0.229	0.330	0.0124
Combinational	0.219	0.496	0.137	0.0821
-- state kept, by name, indices dropped and copies added, names as in the netlist --
name	cells
register.df4.Q	1
register.df5.Q	1
regs.Register	16
register.df2.Q	1
register.df1.Q	1
register.df6.Q	1
register.df3.Q	1
register.df8.Q	1
register.df0.Q	1
register.df7.Q	1
-- cell type report --
class                      instances  area (um^2)  share of cell area, %
sequential                        25        666.9                  35.44
multi-input combinational         43        579.3                  30.78
timing repair buffer              45        374.1                  19.88
clock inverter                    26        123.9                  6.582
tap                               50        62.56                  3.324
clock buffer                       3        41.29                  2.194
inverter                           9        33.78                  1.795
-- path summary, 6_finish.rpt --
kind	endpoint	slack [ns]	cells past startpoint
max	Write_Data[2]	-1.80	10
max reg2reg	regs.Register[2][0]	0.92	13
min	regs.Register[2][3]	0.64	1
min reg2reg	regs.Register[2][3]	0.64	1
-- repair_timing --
item / in CTS / in global routing
cloned: 0 / 0
setup endpoints to repair: 4 / 4
gates resized: 11 / 8
hold buffers: 0 / 0
pin swaps: 5 / 8
buffers inserted: 4 / 3
-- stage by stage --
| stage | total power [mW] | setup WS (ns) |
|---|---|---|
| floorplan | 0.4829 | -1.207 |
| global placement | 0.5756 | -1.820 |
| detailed placement | 0.5791 | -1.819 |
| CTS | 0.8903 | -1.877 |
| global route | 0.9607 | -1.986 |
| finish | 0.8866 | -1.803 |
Power is estimated from default activity; no workload was simulated.
